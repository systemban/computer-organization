<file path="config.mk">
export PLATFORM = sky130hd
export DESIGN_NAME = Memory
export DESIGN_NICKNAME = Memory
export VERILOG_FILES = /design/flow/design.v
export SDC_FILE = /design/flow/constraint.sdc
export NUM_CORES = 4
export LEC_CHECK = 1
export CORE_UTILIZATION = 50
</file>
<file path="constraint.sdc">
current_design Memory

set clk_period 14.8
set clk_io_pct 0.2

create_clock -name clk0 -period $clk_period [get_ports {clk}]

set non_clock_inputs [all_inputs -no_clocks]
set_input_delay [expr $clk_period * $clk_io_pct] -clock clk0 $non_clock_inputs
set_output_delay [expr $clk_period * $clk_io_pct] -clock clk0 [all_outputs]
</file>
<file path="design.v">
`timescale 1ns / 1ps
module Memory(
	input clk,
	input WE,
	input [5:0]A,
	input [31:0]WD,
	output [31:0]RD
    );
	reg [31:0]Mem[0:63];
	assign RD=Mem[(A>>2)];
	always@(posedge clk)
		if(WE)
			Mem[(A>>2)]=WD;
	initial
	begin
		Mem[0]=32'h00242820;
		Mem[1]=32'hac250004;
		Mem[2]=32'h8c260004;
		Mem[3]=32'h10a60001;
		Mem[4]=32'h00210820;
		Mem[5]=32'h00000000;
	end
endmodule
</file>
<file path="run.sh">
#!/bin/bash
# OpenROAD 26Q1-2900-gdf79404cd8, Yosys 0.63+post, stock flow scripts
make -C /OpenROAD-flow-scripts/flow DESIGN_CONFIG=/design/flow/config.mk WORK_HOME=/design/flow/orfs finish
</file>
==> job_summary.md <==
### Metrics collected by this job

| Metric | Value |
|---|---|
| Critical Path Sink Type | primary output |
| GRT Util Overall | 0.253 |
| Pre-antenna DRT Iters | 5 |
| Clock tree buffer depth | 3 |
| Peak supply drop | roughly 0.084 mV |
| Diodes inserted | 0 |
| Initial DRC count | 639 |
| Vias in the first global route | approximately 11000 |
| Chip area | between 0.04 and 0.05 mm^2 |
| Area leader share | 0.765 |
| Ratio of cells with drive above 1 in the final layout | 0.150 |
| Register area | around 0.015 mm^2 |
| Largest area contributor in the netlist | edfxtp_1 |
| Worst hold slack | 3.28 ns |
| Count of library flops with an enable pin | 512 |
| Outcome | complete, no violations |
| Largest net degree at the start of global routing | about 80 |
| Clk root buf | clkbuf_16 |
| Total CTS buffers | 51 |
| CP Launch Point | A[4] |
| Max Slew Vio Count | 0 |
| CTS Sinks | a little over 500 |
| Slowest cell on crit path | nor2b_1 |
| Seq share, synth | 0.765 |
| Cell Type Count | around 57 |
| Hold Path Class | in -> reg |
| Post CTS Setup Buffer Count | 0 |
| Vias/cell | between 5 and 6 |
| Pwr Density | approximately 130 mW/mm^2 |
| Final Cycle Share | 0.608 |
| Min setup slack post-route | a little under 6 ns |
| Crit path DRT | roughly 12 ns |
| CTS Hold Bufs | 0 |
| Count leader, synth | edfxtp_1 |
| Yosys Instances | 1117 |
| Yosys chip area | between 0.02 and 0.025 mm^2 |
| Max reg flops | between 500 and 600 |
| CP Launch Type | input port |
| Ys Warns | 1 |
| Mapped Area | between 0.02 and 0.025 mm^2 |
| Worst slack at placement | roughly 5.8 ns |
| HPWL after detailed placement | ~24000 um |
| Syn avg cell area | approximately 18 um^2 |
| Comb area | about 0.0043 mm^2 |
| Maximum clock rate | between 100 and 150 MHz |
| Setup_tns | 0 ns |
| IO Port Bufs | approximately 69 |
| P_leak | roughly 7.4 nW |
| Final setup vio count | 0 |
| Via count | ~11000 |
| CORE AREA | 0.0397 mm^2 |
| Total wire length | ~45000 um |
| Critical path arrival | just over 6 ns |
| Fill cells | ~3000 |
| Critical Path, Cell by Cell | buf_4 > buf_4 > nor2b_1 > a22oi_1 > o21ai_0 > o21ai_0 > a21oi_1 > clkdlybuf4s50_1 |
| IO Pins | between 70 and 80 |
| Worst slew margin | 0.396 |
| Syn-to-layout area delta | 13.7% |
| Post-synthesis async set-or-reset flop share | 0 |
| Critical path class | in -> out |
| Global-route wire length before repair | between 60000 and 70000 um |
| Slew @ Worst Pin | about 0.90 ns |
| Remaining antenna violation count | 0 |
| Clk pin slew, worst setup/hold paths | approximately 0.06 ns |
| Final Hold Vio Count | 0 |
| Max Fanout on Critical Path | roughly 46 |
| Core Util, Final | 0.575 |
| Post-synth area hogs | edfxtp_1, mux2i_1, mux4_2 |
| Dominant flop cell | edfxtp_1 |
| OpenROAD warning count | 27 |
| MaxCap Viol Count | 0 |
| Post-Syn Instances | between 1000 and 1500 |
| Die Y | slightly above 200 um |
| Flops & latches, synth | between 500 and 600 |
| DRC | 0 |
| Routed WL per cell | roughly 25 um |
| Initial antenna violation count | 2 |
| Total gr overflow | 0 |
| Min cycle time layout | ~9 ns |
| Crit-path max cell delay | roughly 0.8 ns |
| Worst setup path endpoint | RD[3] |
| Chip width | between 200 and 250 um |
| GP Congestion | around 0.81 |
| CTS tree | yes |
| Rows | roughly 73 |
| H-tree levels | 2 |
| Core Util at FP | 0.506 |
| Number of gates resized after CTS | 0 |
| RSZ-0062 raised after global routing | no |
| Synth cell count leaders | edfxtp_1, mux2i_1, nand2_1 |
==> critical path, delay by kind of cell <==
family,cells,cell delay (ns)
compound gates,4,0.76
buf+inv,3,1.46
simple gates,1,0.80
==> worst min path at each step <==
stage,startpoint,endpoint,cells after the start
4_1_cts,WD[13],Mem[5][13],1
5_1_grt,WD[13],Mem[5][13],1
6_report,WD[11],Mem[3][11],1
==> routing by layer <==
metal  vias to the layer above  routed length (um)  track usage
li1                       4724                   -            -
met1                      5210               16500        0.376
met2                       555               21100        0.358
met3                        65                6270        0.162
met4                         6                 850       0.0381
met5                         -                  92       0.0179
==> layout make-up <==
cell class,count,share of cell area
sequential,512,0.673
clock inverter,26,0.00755
timing repair buffer,111,0.0443
clock buffer,68,0.0586
tap,525,0.0287
multi-input combinational,529,0.188
inverter,4,0.000657
==> per-stage QoR <==
step,std cells,power [mW],cell area (um^2)
after floorplan,1117,1.76,20100
after global placement,1681,1.85,21300
after detailed placement,1681,1.85,21300
after CTS,1775,3.02,22900
after global routing,1775,3.09,22900
final,1775,2.99,22900
==> report_power, final <==
part,total (mW),switching (mW),leakage (nW),internal (mW)
logic,0.184,0.110,2.00,0.0740
clock network,1.18,0.511,0.731,0.668
registers,1.63,0.00560,4.63,1.63
total,2.99,0.627,7.36,2.37
==> cells by family (layout without fill, tap and decap cells) <==
logic type             after synthesis  after routing  synth area share
AND/OR/NAND/NOR                    133            133            0.0306
AND-OR/OR-AND                      256            256            0.0869
multiplexers                       140            140            0.0905
buffers and inverters               76            209            0.0270
flip-flops                         512            512             0.765
==> layout by cell type (no fill, tap or decap), drive strengths merged, types with 6 or more instances in the layout <==
cell type | synthesis | final
o221ai | 7 | 7
nand3 | 10 | 10
a21boi | 6 | 6
o22ai | 6 | 6
a22oi | 23 | 23
nand2 | 64 | 64
buf | 62 | 45
clkdlybuf4s50 | 0 | 65
a22o | 10 | 10
edfxtp | 512 | 512
a31oi | 13 | 13
a21oi | 61 | 61
clkbuf | 10 | 69
o21ai | 60 | 60
clkinv | 1 | 22
a221oi | 17 | 17
inv | 3 | 6
a211oi | 10 | 10
mux2i | 79 | 79
a221o | 15 | 15
nor2 | 31 | 31
mux2 | 32 | 32
mux4 | 29 | 29
No activity file was given, so power comes from the tool's default toggle rates.

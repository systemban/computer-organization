==> flow/design.v <==
`timescale 1ns / 1ps
module Register_File(
	input clk,
	input [4:0]A1,
	input [4:0]A2,
	input [4:0]A3,
	input [31:0]WD3,
	input RegWrite,
	output [31:0]RD1,
	output [31:0]RD2
    );
	reg [31:0]reg_file[0:31];
	assign RD1=reg_file[A1];
	assign RD2=reg_file[A2];
	always@(posedge clk)
	if(RegWrite)
		reg_file[A3]=WD3;
	initial
	begin 
		reg_file[0]=0;
	end 
endmodule
==> flow/run.sh <==
#!/bin/bash
# OpenROAD 26Q1-2900-gdf79404cd8, Yosys 0.63+post, stock flow scripts
make -C /OpenROAD-flow-scripts/flow DESIGN_CONFIG=/design/flow/config.mk WORK_HOME=/design/flow/orfs finish
==> flow/config.mk <==
export PLATFORM = sky130hd
export DESIGN_NAME = Register_File
export DESIGN_NICKNAME = Register_File
export VERILOG_FILES = /design/flow/design.v
export SDC_FILE = /design/flow/constraint.sdc
export NUM_CORES = 4
export LEC_CHECK = 1
export CORE_UTILIZATION = 50
==> flow/constraint.sdc <==
current_design Register_File

set clk_period 8.5
set clk_io_pct 0.2

create_clock -name clk0 -period $clk_period [get_ports {clk}]

set non_clock_inputs [all_inputs -no_clocks]
set_input_delay [expr $clk_period * $clk_io_pct] -clock clk0 $non_clock_inputs
set_output_delay [expr $clk_period * $clk_io_pct] -clock clk0 [all_outputs]
==> results.cfg <==
; implementation run metrics
[status]
status = finished clean

[worst_setup_path]
crit_path_top_delay_cell = nor2b_4
critPathMaxFanout = 75
arrival_ns = 4.91
required_ns = 6.80
cp_common_cell = clkdlybuf4s50_1
cp_cell_sequence = clkdlybuf4s50_1 -> nor2b_4 -> buf_12 -> a22o_1 -> nor3_1 -> a31oi_1 -> nand3_1 -> clkdlybuf4s50_1
cp-end-kind = output port
max_stage_delay_ns = 0.71
crit_type = primary input to output port
startpoint_type = primary input
setup.worst_path.start = A2[2]

[synth]
synth.logic.top_family = multiplexers
ff_type = edfxtp_1
ys_seq_share_pct = 63.03
ys_sh_xor_pct = 0
synth.cellmix.simpleShare_pct = 4.714
ys_area_mm2 = 0.04879
aoi_share_pct = 8.042
yosys_warnings = 1
ys_ff = 1024
syn_inst = 3386
syn_area_mm2 = 0.04879
mux_share_pct = 21.01
yosysCellCount = 3386
yosys.area.top_type_share_pct = 63.03
fa_ha_area_share_pct = 0
synth_cell_types = 23
synthArstFlopShare_pct = 0
edf_count = 1024
avgSynthCellArea_um2 = 14.41
topCellsByArea = edfxtp_1, mux2i_1, a22oi_1
synth.largest_area_cell = edfxtp_1

[sta]
maxSlewViolCount = 0
rsz0062_at_grt = no
finalSetupViolCount = 0
tns_ns = 0
fin_crit_ns = 6.609
max_freq_ghz = 0.1513
period_used_pct = 77.76
worstMarginPinSlew_ns = 1.024
hold_viol = 0
setup_ws_ns = 1.891
slew_headroom_pct = 31.55

[clock_network]
cts_setup_buffers = 0
cts_resized = 0
clk_pin_slew_ns = 0.06
cts_root_buffer = clkbuf_16
cts_made_buffers = 107
hold_buffers = 0
cts_sinks = 1024
clockBufferDepth = 3
ctsHtreeMaxLevel = 3
cts_tree = yes

[floorplanning]
die_h_um = 314.4
die_area_mm2 = 0.09883
core_area_mm2 = 0.09671
rows = 114
num_io_pins = 113
fp.dieW_um = 314.4
fp_util_pct = 50.45

[routing]
ant_nets = 0
drtPass1Iterations = 7
wl_um = 154600
vias_per_cell = 6.418
drc = 0
dr_total_vias = 31070
wl_per_cell_um = 31.93
drtIter0Drc = 2199

[grt]
grt_max_degree = 90
grt_first_pass_wirelength_um = 222300
antenna_found_initial = 4
grt_pass1_vias = 32810
gr-usage-all-layers_pct = 34.53
grt_overflow = 0

[cells_and_area]
drive_gt1_share_pct = 9.152
lay_top_cells = mux2i_1, edfxtp_1, nand3_1
largest_reg_flops = 1024
logic_area_mm2 = 0.01678
flop_area_mm2 = 0.03075
fill_cells = 7237
area_delta_synth_final_pct = 12.37

[power]
leakagePower_nw = 20.15
power_density_mw_per_mm2 = 205.1
vdd_ir_drop_max_v = 0.0001445

[run]
openroad.warnings = 26
drv_cap = 0

[placed_design]
place_hpwl_um = 84090
gp_routability_congestion = 0.9044
place_ws_ns = 1.932
io_buffers = 112

[hold_path]
min_to = reg_file[1][29]
min_from = WD3[29]
min_path_cells = 2
min_path_type = primary input to flop
## cells by family (layout without fill, tap and decap cells)
logic type             after synthesis  count (layout)
buffers and inverters              253             429
other                                0               3
DFF                               1024            1024
and+or+nand+nor                    509             509
AOI/OAI and AO/OA                  576             576
muxes                             1024            1024
## per-stage QoR
step | instances | util (%) | hold WS [ns] | power [mW] | cell area, um2
2_1_floorplan | 3386 | - | 1.799 | 6.326 | 48790
3_3_place_gp | 4647 | 53.20 | 2.536 | 6.773 | 51450
3_5_place_dp | 4647 | 53.20 | 2.539 | 6.783 | 51450
4_1_cts | 4838 | 56.68 | 1.819 | 11.28 | 54820
5_1_grt | 4838 | 56.68 | 1.864 | 11.55 | 54820
6_report | 4841 | 56.69 | 1.853 | 11.24 | 54830
## synthesized netlist by cell type (all sizes together) (5+ instances only)
cell type  count
nand3b         5
nand3        194
a31oi         64
nand2        195
edfxtp      1024
buf          163
clkbuf        90
a22o         128
a22oi        192
nor2          35
a21oi        192
mux2i       1024
nor3          64
## power by group
part	internal, mW	switching (mW)	total [mW]
Combinational	0.392	0.658	1.05
Clock	2.64	1.91	4.55
Sequential	5.62	0.0244	5.64
## worst max-delay path by stage
stage / to / slack (ns) / depth (start not counted)
final: RD2[18] / 1.89 / 8
after CTS: RD2[18] / 1.93 / 8
after global routing: RD1[25] / 1.75 / 8
## worst max-delay path, delay by kind of cell
family | cells | cell delay (ns)
AND-OR/OR-AND | 2 | 0.55
buffers and inverters | 3 | 1.61
AND/OR/NAND/NOR | 3 | 1.01
## layer usage
layer / wire (um) / global-route usage, % / vias to the layer above
li1: - / - / 13580
met1: 53850 / 45.01 / 15250
met2: 70630 / 49.67 / 1910
met3: 24030 / 22.60 / 320
met4: 5816 / 9.962 / 14
met5: 270 / 1.789 / -
## layout make-up
cell class                      count  share of cell area, %
Timing Repair Buffer              238                  4.245
Multi-Input combinational cell   2109                  30.60
Clock buffer                      133                  5.217
Clock inverter                     58                 0.9220
Antenna cell                        3                0.01369
Tap cell                         1276                  2.912
Sequential cell                  1024                  56.09
Power figures rest on the tool's default switching activity, not on a simulated workload.
